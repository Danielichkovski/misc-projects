==> flow/design.v <==
`timescale 1ns / 1ps
module axi_lite_master (
    input logic clk,
    input logic rstn,
    input logic        start,     
    input logic        mode,      
    input logic [31:0] addr,      
    input logic [31:0] wdata_in,  
    input  logic        arready,   
    output logic        arvalid,   
    output logic [31:0] araddr,    
    input  logic        rvalid,   
    input  logic [31:0] rdata,    
    output logic        rready,   
    input  logic        awready,   
    output logic        awvalid,   
    output logic [31:0] awaddr,    
    input  logic        wready,   
    output logic        wvalid,   
    output logic [31:0] wdata,    
    input  logic bvalid,   
    output logic bready,   
    output logic [31:0] rdata_out,   
    output logic        done         
);
  typedef enum logic [2:0] {
    IDLE,         
    WRITE_ADDR,   
    WRITE_DATA,   
    WRITE_RESP,   
    READ_ADDR,    
    READ_DATA,    
    DONE          
  } state_t;
  state_t state, next_state;
  logic aw_handshake, w_handshake, b_handshake;
  logic ar_handshake, r_handshake;
  assign aw_handshake = awvalid && awready;
  assign w_handshake  = wvalid && wready;
  assign b_handshake  = bvalid && bready;
  assign ar_handshake = arvalid && arready;
  assign r_handshake  = rvalid && rready;
  always_ff @(posedge clk or negedge rstn) begin
    if (!rstn) state <= IDLE;
    else state <= next_state;
  end
  always_comb begin
    next_state = state;
    case (state)
      IDLE: if (start) next_state = (mode) ? WRITE_ADDR : READ_ADDR;
      WRITE_ADDR: if (aw_handshake) next_state = WRITE_DATA;
      WRITE_DATA: if (w_handshake) next_state = WRITE_RESP;
      WRITE_RESP: if (b_handshake) next_state = DONE;
      READ_ADDR: if (ar_handshake) next_state = READ_DATA;
      READ_DATA: if (r_handshake) next_state = DONE;
      DONE:
      if (start) next_state = (mode) ? WRITE_ADDR : READ_ADDR;
      else next_state = IDLE;
    endcase
  end
  assign awvalid = (state == WRITE_ADDR);
  assign awaddr  = addr;
  assign wvalid  = (state == WRITE_DATA);
  assign wdata   = wdata_in;
  assign bready  = (state == WRITE_RESP);
  assign arvalid = (state == READ_ADDR);
  assign araddr  = addr;
  assign rready  = (state == READ_DATA);
  assign done    = (state == DONE);
  always_ff @(posedge clk or negedge rstn) begin
    if (!rstn) rdata_out <= 32'b0;
    else if (state == READ_DATA && rvalid) rdata_out <= rdata;
  end
endmodule
`timescale 1ns / 1ps
module axi_lite_slave (
    input  logic        clk,
    input  logic        rstn,
    input  logic        awvalid,
    input  logic [31:0] awaddr,
    output logic        awready,
    input  logic        wvalid,
    input  logic [31:0] wdata,
    output logic        wready,
    output logic        bvalid,
    input  logic        bready,
    input  logic        arvalid,
    input  logic [31:0] araddr,
    output logic        arready,
    output logic        rvalid,
    output logic [31:0] rdata,
    input  logic        rready
);
    logic [31:0] mem [0:15];
    logic [31:0] awaddr_reg, araddr_reg;
    always_ff @(posedge clk or negedge rstn) begin
        if (!rstn) begin
            awready    <= 0;
            awaddr_reg <= 0;
        end else begin
            if (!awready && awvalid) begin
                awready <= 1;
                awaddr_reg <= awaddr;
            end else begin
                awready <= 0;
            end
        end
    end
    always_ff @(posedge clk or negedge rstn) begin
        if (!rstn) begin
            wready <= 0;
        end else begin
            if (!wready && wvalid) begin
                wready <= 1;
                mem[awaddr_reg[5:2]] <= wdata;  
            end else begin
                wready <= 0;
            end
        end
    end
    always_ff @(posedge clk or negedge rstn) begin
        if (!rstn) begin
            bvalid <= 0;
        end else begin
            if (wvalid && wready)
                bvalid <= 1;
            else if (bvalid && bready)
                bvalid <= 0;
        end
    end
    always_ff @(posedge clk or negedge rstn) begin
        if (!rstn) begin
            arready    <= 0;
            araddr_reg <= 0;
        end else begin
            if (!arready && arvalid) begin
                arready <= 1;
                araddr_reg <= araddr;
            end else begin
                arready <= 0;
            end
        end
    end
    always_ff @(posedge clk or negedge rstn) begin
        if (!rstn) begin
            rvalid <= 0;
            rdata  <= 0;
        end else begin
            if (arvalid && arready) begin
                rdata  <= mem[araddr_reg[5:2]];
                rvalid <= 1;
            end else if (rvalid && rready) begin
                rvalid <= 0;
            end
        end
    end
endmodule
module top_axi_lite (
    input  logic clk,
    input  logic rstn,
    input  logic start,
    input  logic mode,            
    input  logic [31:0] addr,
    input  logic [31:0] wdata_in,
    output logic [31:0] rdata_out,
    output logic done
);
    logic        awvalid, awready;
    logic [31:0] awaddr;
    logic        wvalid, wready;
    logic [31:0] wdata;
    logic        bvalid, bready;
    logic        arvalid, arready;
    logic [31:0] araddr;
    logic        rvalid, rready;
    logic [31:0] rdata;
    logic [1:0]  bresp;   
    axi_lite_master master_inst (
        .clk(clk),
        .rstn(rstn),
        .start(start),
        .mode(mode),
        .addr(addr),
        .wdata_in(wdata_in),
        .arready(arready),
        .rvalid(rvalid),
        .rdata(rdata),
        .arvalid(arvalid),
        .araddr(araddr),
        .rready(rready),
        .awready(awready),
        .wready(wready),
        .bvalid(bvalid),
        .awvalid(awvalid),
        .awaddr(awaddr),
        .wvalid(wvalid),
        .wdata(wdata),
        .bready(bready),
        .rdata_out(rdata_out),
        .done(done)
    );
    axi_lite_slave slave_inst (
        .clk(clk),
        .rstn(rstn),
        .awvalid(awvalid),
        .awaddr(awaddr),
        .awready(awready),
        .wvalid(wvalid),
        .wdata(wdata),
        .wready(wready),
        .bvalid(bvalid),
        .bready(bready),
        .arvalid(arvalid),
        .araddr(araddr),
        .arready(arready),
        .rvalid(rvalid),
        .rdata(rdata),
        .rready(rready)
    );
endmodule
==> flow/run.sh <==
#!/bin/bash
# OpenROAD 26Q1-2900-gdf79404cd8, Yosys 0.63+post, stock flow scripts
make -C /OpenROAD-flow-scripts/flow DESIGN_CONFIG=/design/flow/config.mk WORK_HOME=/design/flow/orfs finish
==> flow/config.mk <==
export PLATFORM = sky130hd
export DESIGN_NAME = top_axi_lite
export DESIGN_NICKNAME = top_axi_lite
export VERILOG_FILES = /design/flow/design.v
export SDC_FILE = /design/flow/constraint.sdc
export NUM_CORES = 4
export LEC_CHECK = 1
export CORE_UTILIZATION = 30
==> flow/constraint.sdc <==
current_design top_axi_lite

set clk_period 8.0
set clk_io_pct 0.2

create_clock -name clk0 -period $clk_period [get_ports {clk}]

set non_clock_inputs [all_inputs -no_clocks]
set_input_delay [expr $clk_period * $clk_io_pct] -clock clk0 $non_clock_inputs
set_output_delay [expr $clk_period * $clk_io_pct] -clock clk0 [all_outputs]
==> impl_metrics.json <==
{
  "viasPerCell": 5.10,
  "rsz0062_at_grt": "false",
  "aoi_share_pct": 9.22,
  "die_area_um2": 80500,
  "grt_use_met2_pct": 23.9,
  "dr.pass1.iters": 5,
  "worst_pin_slew_ns": 0.987,
  "ys_sh_mux_pct": 3.28,
  "syn_area_per_cell_um2": 15.9,
  "top_logic_kind": "simple AND/OR/NAND/NOR gates",
  "cts_hold_buf": 0,
  "cts.htree.levels": 2,
  "clk_latency_ns": 0.63,
  "vias": 13500,
  "ff2ff_setup_slack_ns": 4.51,
  "setup_tns_ns": 0,
  "seq_power_share_pct": 43.5,
  "synth_top_area_share_pct": 64.6,
  "syn_to_final_growth_pct": 16.4,
  "synthFlopType": "edfxtp_1",
  "power_leakage_nw": 8.84,
  "cpMostUsedCell": "buf_4",
  "holdPathEnd": "master_inst.state[6]$_DFF_PN0_",
  "routed_wl_mm": 57.8,
  "final_core_util_pct": 35.5,
  "drtAntennaViolNets": 0,
  "finalClockPeriodUsage_pct": 43.7,
  "fp.coreArea_um2": 78000,
  "cp_top_family": "buffers and inverters",
  "root_buffer": "clkbuf_16",
  "synthArstFlopShare_pct": 14.1,
  "warnings": 53,
  "yosysSeqAreaShare_pct": 73.4,
  "syn-instance-count": 1495,
  "grt_max_degree": 91,
  "drtIter0Drc": 926,
  "cts_resized": 0,
  "ys_sh_simple_pct": 11.4,
  "overflow": 0,
  "irDropWorstVdd_mv": 0.166,
  "r2r_cells": 7,
  "grt_util_met3_pct": 8.86,
  "worstReg2RegEnd": "slave_inst.rdata[12]$_DFFE_PN0P_",
  "arrival_ns": 4.03,
  "hold_viol": 0,
  "setup_viol": 0,
  "outcome": "completed",
  "ys_chip_area_um2": 23800,
  "cts_tree": "done",
  "cts_made_buffers": 59,
  "clk_pin_slew_ns": 0.06,
  "ys.flops": 596,
  "ys_cells": 1495,
  "grtUsageMet1_pct": 18.7,
  "cts.sinks": 596,
  "critPathKind": "reg2reg",
  "clkPwrFrac_pct": 32.0,
  "combPwrFrac_pct": 24.5,
  "synth_warnings": 3,
  "hold_path.class": "reg2reg",
  "path_buffers": 3,
  "crit_chain": "buf_4 -> buf_4 -> nand2_1 -> buf_4 -> a21oi_1 -> nor4_1 -> a21oi_1",
  "layout-drive-gt1-share_pct": 13.8,
  "slew_headroom_pct": 32.5,
  "lay_top_count": "edfxtp_1",
  "ys_types": 56,
  "maxCapViolCount": 0,
  "crit_path_max_fanout": 55,
  "die_w_um": 284,
  "slowest_stage": "dfrtp_4",
  "r2r-start": "slave_inst.araddr_reg[2]$_DFFE_PN0P_",
  "switching_share_pct": 29.9,
  "track_usage_pct": 15.2,
  "logic_area_um2": 5810,
  "clockBufferDepth": 3,
  "final_cell_mix": "edfxtp_1 (512), nand3b_1 (181), a21oi_1 (149)",
  "postCtsSetupBuffers": 0,
  "drv_slew": 0,
  "worstSetupStartpointType": "flop",
  "p_sw_mw": 2.63,
  "num_rows": 102,
  "dpl.hpwl_mm": 31.8,
  "xor_area_share_pct": 0,
  "yosysTopAreaCell": "edfxtp_1",
  "ff_latch_area_um2": 17500,
  "p_int_mw": 6.16,
  "min_from": "slave_inst.bvalid$_DFFE_PN0P_",
  "num-fill-cells": 7082,
  "worstSetupEndpointType": "flop",
  "initCoreUtil_pct": 30.5,
  "power.density_nw_per_um2": 317,
  "topCellsByArea": "edfxtp_1 (65%), dfrtp_1 (8.7%), nand3b_1 (5.7%)",
  "grt_pass1_vias": 14300,
  "holdPathStages": 1,
  "grt_pass1_wl_mm": 88.1,
  "fin_crit_ns": 3.49,
  "fin_skew_ns": 0.0170,
  "adder_share_pct": 0,
  "die_y_um": 284,
  "antenna_found_initial": 1,
  "numPortBuffers": 72,
  "ios": 101,
  "slowest_delay_ns": 0.67,
  "edf_count": 512,
  "clock.fmax_mhz": 286,
  "largest_reg_flops": 512,
  "drc": 0,
  "required_ns": 8.53,
  "grt_busiest_layer": "met2",
  "place.gp.congestion": 0.812,
  "drt-wirelength-per-cell_um": 21.9,
  "synth_area_um2": 23800
}
-- final cells by class --
class                   count  area share [%]
inverters                   5          0.0677
flip-flops and latches    596            63.1
repair buffers            118            3.84
clock buffers              86            6.39
multi-input cells         771            21.0
clock inverters            26           0.890
well taps                1040            4.70
diodes                      1         0.00903
-- cells by family after synthesis --
kind of cell,after synthesis
AOI/OAI and AO/OA,333
buffers and inverters,128
DFF,596
muxes,73
and+or+nand+nor,365
-- stage by stage --
step / power, mW / hold WS (ns) / area [um2] / std cells / setup slack [ns]
2_1_floorplan: 5.29 / 0.424 / 23800 / 1495 / 3.33
3_3_place_gp: 6.00 / 0.440 / 25700 / 2530 / 4.41
3_5_place_dp: 6.05 / 0.463 / 25700 / 2530 / 4.37
4_1_cts: 8.88 / 0.476 / 27700 / 2642 / 4.50
5_1_grt: 9.21 / 0.511 / 27700 / 2643 / 4.23
6_report: 8.79 / 0.470 / 27700 / 2643 / 4.51
-- worst reg2reg max path, cell delays in order, from the launching register on --
cell	delay, ns
dfrtp_4	0.67
buf_4	0.58
buf_4	0.71
nand2_1	0.60
buf_4	0.41
a21oi_1	0.19
nor4_1	0.12
a21oi_1	0.14
-- layer usage --
metal  routed length, um  vias to the layer above
li1                    -                     6090
met1               21600                     6629
met2               28000                      677
met3                7040                       85
met4                1130                        0
met5                   0                        -
-- worst max path at each step --
stage | slack [ns] | startpoint | depth (start not counted) | endpoint
final | 4.51 | slave_inst.araddr_reg[2]$_DFFE_PN0P_ | 7 | slave_inst.rdata[12]$_DFFE_PN0P_
after CTS | 4.50 | slave_inst.araddr_reg[2]$_DFFE_PN0P_ | 7 | slave_inst.rdata[11]$_DFFE_PN0P_
after global routing | 4.23 | slave_inst.araddr_reg[2]$_DFFE_PN0P_ | 7 | slave_inst.rdata[12]$_DFFE_PN0P_
-- synth_stat cells (3+ instances only) --
| master | instances |
|---|---|
| edfxtp_1 | 512 |
| nand3b_1 | 181 |
| a21oi_1 | 149 |
| dfrtp_1 | 83 |
| a22o_1 | 61 |
| clkbuf_1 | 51 |
| buf_2 | 49 |
| mux2_2 | 40 |
| mux2i_1 | 33 |
| o22ai_1 | 33 |
| a2111oi_0 | 30 |
| nand4b_1 | 30 |
| and2_1 | 29 |
| nor4_1 | 29 |
| nand4bb_1 | 28 |
| o211ai_1 | 28 |
| nor2_1 | 16 |
| buf_4 | 11 |
| nor2b_1 | 9 |
| nand2_1 | 8 |
| buf_6 | 7 |
| nand2b_1 | 6 |
| nand3_1 | 6 |
| o21ai_0 | 6 |
| inv_1 | 5 |
| nor3_1 | 5 |
| a22oi_1 | 4 |
| a31oi_1 | 4 |
| buf_1 | 4 |
| a2bb2oi_1 | 3 |
| a32o_1 | 3 |
| o21bai_1 | 3 |
-- power groups by stage --
| stage | clock network, mW | registers, mW | logic, mW |
|---|---|---|---|
| after CTS | 2.88 | 3.82 | 2.18 |
| final | 2.81 | 3.82 | 2.16 |
| after global routing | 2.99 | 3.86 | 2.35 |
Power is estimated from default activity; no workload was simulated.
